[flow/run.sh]
#!/bin/bash
# OpenROAD 26Q1-2900-gdf79404cd8, Yosys 0.63+post, stock flow scripts
make -C /OpenROAD-flow-scripts/flow DESIGN_CONFIG=/design/flow/config.mk WORK_HOME=/design/flow/orfs finish
[flow/config.mk]
export PLATFORM = sky130hd
export DESIGN_NAME = SelectionOfAvatar
export DESIGN_NICKNAME = SelectionOfAvatar
export VERILOG_FILES = /design/flow/design.v
export SDC_FILE = /design/flow/constraint.sdc
export NUM_CORES = 4
export LEC_CHECK = 1
export CORE_UTILIZATION = 30
[flow/constraint.sdc]
current_design SelectionOfAvatar

set clk_period 15.2
set clk_io_pct 0.2

create_clock -name clk0 -period $clk_period [get_ports {CLK}]

set non_clock_inputs [all_inputs -no_clocks]
set_input_delay [expr $clk_period * $clk_io_pct] -clock clk0 $non_clock_inputs
set_output_delay [expr $clk_period * $clk_io_pct] -clock clk0 [all_outputs]
[flow/design.v]
`timescale 1ns / 1ps
module SelectionOfAvatar(
	input [1:0] mode,
	input [5:0] userID,
	input [1:0] candidate,  
	input CLK,
	output reg [1:0] ballotBoxId,
	output reg [5:0] numberOfRegisteredVoters,
	output reg [5:0] numberOfVotesWinner,  
	output reg [1:0] WinnerId,
	output reg AlreadyRegistered,
	output reg AlreadyVoted,
	output reg NotRegistered,
	output reg VotingHasNotStarted,
	output reg RegistrationHasEnded
	);
	reg [5:0]votes00;
	reg [5:0]votes01;
	reg [5:0]votes10;
	reg [5:0]votes11;
	reg ballot00[15:0];
	reg ballot01[15:0];
	reg ballot10[15:0];
	reg ballot11[15:0];
	reg BBallot00[15:0];
	reg BBallot01[15:0];
	reg BBallot10[15:0];
	reg BBallot11[15:0];
	reg [8:0]clock;
	integer i;
	integer max1, winner1, max2, winner2;
	initial begin
		numberOfRegisteredVoters = 0;
		votes00 = 0;
		votes01 = 0;
		votes10 = 0;
		votes11 = 0;
		clock = 0;
		for(i = 0; i < 16; i = i+1)begin
			ballot00[i] = 0;
			ballot01[i] = 0;
			ballot10[i] = 0;
			ballot11[i] = 0;
		end
		for(i = 0; i < 16; i = i+1)begin
			BBallot00[i] = 0;
			BBallot01[i] = 0;
			BBallot10[i] = 0;
			BBallot11[i] = 0;
		end
		WinnerId = 2'b00;
		numberOfVotesWinner = 6'b000000;
		AlreadyVoted = 0;
		NotRegistered = 0;
		VotingHasNotStarted = 0;
		RegistrationHasEnded = 0; 
		AlreadyRegistered = 0;
	end
	always @(posedge CLK)
	begin
		AlreadyRegistered = 0;
		AlreadyVoted = 0;
		NotRegistered = 0;
		clock = clock + 1;
		ballotBoxId = userID[5:4];
		if(clock <= 100)begin
			if(mode == 1)begin
				VotingHasNotStarted = 1;
			end
			if(!mode)begin				
				VotingHasNotStarted = 0;
				if(ballotBoxId == 0)begin
					if(ballot00[userID[3:0]] != 1)begin
						ballot00[userID[3:0]] = 1;
						numberOfRegisteredVoters = numberOfRegisteredVoters + 1;
					end
					else begin
						AlreadyRegistered = 1;
					end
				end	
					else if(ballotBoxId == 1)begin
						if(ballot01[userID[3:0]] != 1)begin
							ballot01[userID[3:0]] = 1;
							numberOfRegisteredVoters = numberOfRegisteredVoters + 1;
						end
						else begin
							AlreadyRegistered = 1;
						end
					end
					else if(ballotBoxId == 2)begin
						if(ballot10[userID[3:0]] != 1)begin
							ballot10[userID[3:0]] = 1;
							numberOfRegisteredVoters = numberOfRegisteredVoters + 1;
						end
						else begin
							AlreadyRegistered = 1;
						end
					end
					else if(ballotBoxId == 3)begin
						if(ballot11[userID[3:0]] != 1)begin
							ballot11[userID[3:0]] = 1;
							numberOfRegisteredVoters = numberOfRegisteredVoters + 1;
						end
						else begin
							AlreadyRegistered = 1;
						end
					end
				end
			end 
			if(clock <= 200 && clock > 100)begin
				RegistrationHasEnded = 0;
				AlreadyVoted = 0;
				if(!mode)begin
					RegistrationHasEnded = 1;
				end
				if(mode)begin
					case(userID[5:4])
						0: if(ballot00[userID[3:0]] == 0) begin NotRegistered = 1; end
						1: if(ballot01[userID[3:0]] == 0) begin NotRegistered = 1; end
						2: if(ballot10[userID[3:0]] == 0) begin NotRegistered = 1; end
						3: if(ballot11[userID[3:0]] == 0) begin NotRegistered = 1; end
					endcase
					if(ballotBoxId == 0)begin
						if(BBallot00[userID[3:0]] != 1 && !NotRegistered)begin
							BBallot00[userID[3:0]] = 1;
							case(candidate)
								0:votes00 = votes00 + 1;
								1:votes01 = votes01 + 1;
								2:votes10 = votes10 + 1;
								3:votes11 = votes11 + 1;
							endcase
						end
						else if(BBallot00[userID[3:0]] != 1 && NotRegistered)begin
							AlreadyVoted = 0;
						end
						else begin AlreadyVoted = 1; end
					end
					else if(ballotBoxId == 1)begin
						if(BBallot01[userID[3:0]] != 1 && !NotRegistered)begin
							BBallot01[userID[3:0]] = 1;
							case(candidate)
								0:votes00 = votes00 + 1;
								1:votes01 = votes01 + 1;
								2:votes10 = votes10 + 1;
								3:votes11 = votes11 + 1;
							endcase
						end
						else if(BBallot01[userID[3:0]] != 1 && NotRegistered)begin
							AlreadyVoted = 0;
						end
						else begin AlreadyVoted = 1; end
					end
					else if(ballotBoxId == 2)begin
						if(BBallot10[userID[3:0]] != 1 && !NotRegistered)begin
							BBallot10[userID[3:0]] = 1;
							case(candidate)
								0:votes00 = votes00 + 1;
								1:votes01 = votes01 + 1;
								2:votes10 = votes10 + 1;
								3:votes11 = votes11 + 1;
							endcase
						end
						else if(BBallot10[userID[3:0]] != 1 && NotRegistered)begin
							AlreadyVoted = 0;
						end
						else begin AlreadyVoted = 1; end
					end
					else if(ballotBoxId == 3)begin
						if(BBallot11[userID[3:0]] != 1 && !NotRegistered)begin
							BBallot11[userID[3:0]] = 1;
							case(candidate)
								0:votes00 = votes00 + 1;
								1:votes01 = votes01 + 1;
								2:votes10 = votes10 + 1;
								3:votes11 = votes11 + 1;
							endcase
						end
						else if (BBallot11[userID[3:0]] != 1 && NotRegistered)begin
							AlreadyVoted = 0;
						end
						else begin AlreadyVoted = 1; end
					end
				end
			end
			if(clock > 200)begin
				if(votes00 >= votes01)begin
					max1 = votes00;
					winner1 = 0;
				end
				else begin
					max1 = votes01;
					winner1 = 1;
				end
				if(votes10 >= votes11)begin
					max2 = votes10;
					winner2 = 2;
				end
				else begin
					max2 = votes11;
					winner2 = 3;
				end
				if(max1 > max2)begin
					numberOfVotesWinner = max1;
					WinnerId = winner1;
				end
				else begin
					numberOfVotesWinner = max2;
					WinnerId = winner2;
				end
			end
	end
endmodule
==> results_dict.tcl <==
# place-and-route summary
set metrics [dict create \
    hold_path_end "ballot10[2]" \
    power_switching_mw 0.285 \
    clock_sinks 182 \
    internal-power_mw 0.792 \
    reg2reg_depth 32 \
    die_height_um 179 \
    rr_endpoint "numberOfVotesWinner[1]" \
    core_mm2 0.0308 \
    avgSynthCellArea_um2 9.95 \
    ys_seq_share_pct 47.0 \
    warnings 26 \
    wirelength_um 24600 \
    fp_util_pct 30.7 \
    synth-area-yosys_mm2 0.00945 \
    yosysWarnings 9 \
    grt_pass1_vias 7073 \
    clkPwrFrac_pct 40.5 \
    synth.most_common_cell "dfxtp_1" \
    ys.flops 182 \
    power.density_mw_per_mm2 99.0 \
    first_pass_iters 13 \
    portBuffers 31 \
    place.gp.congestion 0.862 \
    syn_area_mm2 0.00945 \
    ant_nets 0 \
    cp.required_ns 15.36 \
    place_hpwl_um 17000 \
    cpMostUsedCell "a21o_1" \
    n_fill_cell 3077 \
    cp_max_fo 63 \
    hold_ws_ns 0.425 \
    postCtsSetupRepairBufs 0 \
    tightestPinTransition_ns 0.866 \
    swShare_pct 26.5 \
    seqCellArea_mm2 0.00444 \
    ys_async_sr_fraction_pct 0 \
    ios 32 \
    power.leakage_nw 4.30 \
    reg2reg_slack_ns 7.46 \
    worst_path_dominant_cell_family "AND-OR/OR-AND gates" \
    drive_above_1_share_pct 9.27 \
    yosysCellCount 950 \
    drc_errors 0 \
    r2r_start "clock[1]" \
    finalSetupViolations 0 \
    min_delay_path_depth 2 \
    rsz0062_at_grt "no" \
    hold_path.class "reg2reg" \
    edf_count 80 \
    clk_pin_slew_ns 0.07 \
    slowest_stage "nor2b_1" \
    hold_buffers 0 \
    synth_cells 950 \
    total_power_mw 1.08 \
    cp-end-kind "flip-flop" \
    overflow 0 \
    fin_worst_skew_ns 0.0128 \
    netlist_top_cells_area "edfxtp_1, dfxtp_1, nor2_1, a21o_1, ha_1" \
    vias 7342 \
    grt_antenna_before_repair 0 \
    yosysTopAreaCellShare_pct 25.4 \
    clk_latency_ns 0.44 \
    combPwrFrac_pct 8.9 \
    routedWlPerCell_um 17.2 \
    cts_made_buffers 17 \
    die_area_mm2 0.0322 \
    fmax_mhz 94.4 \
    flop_cell "dfxtp_1" \
    hp-start "ballot10[2]" \
    pre_cts_ws_ns 4.30 \
    grt.total_usage_pct 16.0 \
    cts_root_buffer "clkbuf_16" \
    start_kind "input port" \
    largest_area_cell "edfxtp_1" \
    slew-limit-headroom_pct 42.1 \
    max_stage_delay_ns 0.76 \
    die_w_um 179 \
    syn2layout_area_growth_pct 15.1 \
    synth.distinct_cells 90 \
    slew_violations 0 \
    vias_per_cell 5.13 \
    min_period_ns 10.60 \
    power_frac_seq_pct 50.6 \
    fin_crit_sh_pct 69.7 \
    critPathBufInv 6 \
    drv_cap 0 \
    top_cells_by_count "dfxtp_1, nor2_1, edfxtp_1, nand2_1, a21o_1" \
    finalInstanceArea_mm2 0.0109 \
    grt_first_pass_wirelength_um 39600 \
    path_class "in2reg" \
    hold_violations 0 \
    h-tree-depth 4 \
    grt_max_degree 64 \
    setup_tns_ns 0 \
    rows 64 \
    diodes 0 \
    status "complete, no violations" \
    ir_drop_mv 0.0614 \
    cp.depth 33 \
    comb_area_mm2 0.00480 \
    clockBufferDepth 2 \
    first_iter_violations 535 \
    dpl_cell_area_mm2 0.0103 \
    fin_ws_ns 4.60 \
    postCtsResizedCells 0 \
    cts_tree "done" \
    arrival_ns 10.76 \
]
-- area by class of cell --
cell class / instances / area share (%)
multi-input cells: 735 / 44.1
flip-flops and latches: 182 / 40.8
well taps: 396 / 4.55
clock buffers: 17 / 3.91
repair buffers: 49 / 3.91
clock inverters: 15 / 1.40
inverters: 38 / 1.31
-- logic make-up (layout without fill, tap and decap cells) --
family / count (synthesis) / count (layout) / synth area share, %
adders and majority gates: 25 / 25 / 3.28
DFF: 182 / 182 / 47.0
buffers and inverters: 96 / 119 / 4.78
and+or+nand+nor: 333 / 333 / 18.3
AOI/OAI and AO/OA: 250 / 250 / 19.5
xor gates and xnor gates: 19 / 19 / 1.76
other: 1 / 64 / 0.0397
muxes: 44 / 44 / 5.27
-- layout by cell type (no fill, tap or decap), types with 8 or more instances in the layout --
cell,instances
nor4_1,8
o21bai_1,23
nand2b_1,17
o21ai_0,30
edfxtp_1,80
nor3_1,20
a211oi_1,12
and2_1,19
clkbuf_16,17
nand2_1,56
mux2i_1,28
and3_1,9
mux2_2,10
nand3_1,32
nor2_1,100
a21oi_1,35
xor2_1,8
inv_1,37
clkdlybuf4s50_1,27
ha_1,24
a221oi_1,10
nand4_1,14
dfxtp_1,102
conb_1,64
a21o_1,48
buf_4,18
nor2b_1,18
xnor2_1,11
-- power by group through the flow --
| stage | Sequential, mW | Clock (mW) | Combinational, mW |
|---|---|---|---|
| after CTS | 0.545 | 0.446 | 0.0950 |
| after global routing | 0.547 | 0.466 | 0.104 |
| final | 0.545 | 0.436 | 0.0955 |
-- registers in the layout, summed over array words and instances (netlist names) --
name,count
ballot01,16
numberOfRegisteredVoters,6
BBallot11,16
ballotBoxId,2
ballot11,16
BBallot00,16
RegistrationHasEnded,1
BBallot01,16
VotingHasNotStarted,1
clock,9
AlreadyRegistered,1
ballot00,16
votes10,6
BBallot10,16
NotRegistered,1
votes00,6
votes01,6
ballot10,16
AlreadyVoted,1
votes11,6
WinnerId,2
numberOfVotesWinner,6
-- layer usage --
layer / GRT usage (%) / up-vias / routed length, um
met1: 23.5 / 3505 / 11400
met5: 0 / - / 0
met3: 4.62 / 27 / 1730
met4: 2.38 / 0 / 418
li1: - / 3605 / -
met2: 24.6 / 205 / 11100
-- metrics by stage --
step / cells / utilization (%)
final: 1432 / 35.3
after global routing: 1432 / 35.3
after CTS: 1432 / 35.3
after detailed placement: 1400 / 33.4
after global placement: 1400 / 33.4
after floorplan: 1013 / -
-- worst reg2reg max path: cells and delay by family (launching register included) --
kind,cells,cell delay [ns]
adder cells (fa/ha/maj),3,0.93
flip-flops,1,0.49
AND-OR/OR-AND,17,4.21
AND/OR/NAND/NOR,7,1.04
buffers and inverters,4,0.50
multiplexers,1,0.31
-- worst max path at each step --
stage,from,endpoint,slack (ns)
CTS,userID[2],numberOfVotesWinner[2],4.74
global route,userID[2],numberOfVotesWinner[3],4.05
finish,userID[2],numberOfVotesWinner[1],4.60
Power is estimated from default activity; no workload was simulated.
