**flow/config.mk**
```make
export PLATFORM = sky130hd
export DESIGN_NAME = EncodedMemory
export DESIGN_NICKNAME = EncodedMemory
export VERILOG_FILES = /design/flow/design.v
export SDC_FILE = /design/flow/constraint.sdc
export NUM_CORES = 4
export LEC_CHECK = 1
export CORE_UTILIZATION = 50
```
**flow/constraint.sdc**
```tcl
current_design EncodedMemory

set clk_period 3.9
set clk_io_pct 0.2

create_clock -name clk0 -period $clk_period [get_ports {CLK}]

set non_clock_inputs [all_inputs -no_clocks]
set_input_delay [expr $clk_period * $clk_io_pct] -clock clk0 $non_clock_inputs
set_output_delay [expr $clk_period * $clk_io_pct] -clock clk0 [all_outputs]
```
**flow/design.v**
```verilog
`timescale 1ns / 1ps
module ROM (
input [2:0] addr,
output reg [7:0] dataOut);
	always @(*)
  begin
    case (addr)
      3'd0: dataOut = 8'b00000000;
      3'd1: dataOut = 8'b01010101;
      3'd2: dataOut = 8'b10101010;
      3'd3: dataOut = 8'b00110011;
      3'd4: dataOut = 8'b11001100;
      3'd5: dataOut = 8'b00001111;
      3'd6: dataOut = 8'b11110000;
      3'd7: dataOut = 8'b11111111;
      default: dataOut = 8'b00000000;
    endcase
  end
endmodule
module Difference_RAM (
input mode,
input [2:0] addr,
input [7:0] dataIn,
input [7:0] mask,
input CLK,
output reg [7:0] dataOut);
	reg [7:0] memory [0:7];
	reg [7:0] lastData;
  integer i;
  initial begin
    for (i = 0; i < 8; i = i + 1) begin
      memory[i] = 8'b0;
    end
  end
  always @(posedge CLK) begin
    if (mode == 0) begin
      if (dataIn >= mask)
        memory[addr] <= dataIn - mask;
      else
        memory[addr] <= mask - dataIn;
    end
  end
  always @(addr, mode) begin
    if (mode == 1) begin
      dataOut <= memory[addr];
    end
  end
endmodule
module EncodedMemory (
input mode,
input [2:0] index,
input [7:0] number,
input CLK,
output [7:0] result);
	wire [7:0] mask;
	ROM R(index, mask);
	Difference_RAM DR(mode, index, number, mask, CLK, result);
endmodule
```
**flow/run.sh**
```bash
#!/bin/bash
# OpenROAD 26Q1-2900-gdf79404cd8, Yosys 0.63+post, stock flow scripts
make -C /OpenROAD-flow-scripts/flow DESIGN_CONFIG=/design/flow/config.mk WORK_HOME=/design/flow/orfs finish
```
==> reports/results.ini <==
[global_routing]
grt_pass1_wl_um = 10810
grt_max_degree = 15
grt_antenna_before_repair = 0
grt_pass1_vias = 2072
grt_overflow = 0
gr-usage-all-layers_pct = 23.05

[sta]
setup_viol = 0
untimed_endpoints = 16
unclocked_regs = 8
post-route-period-util_pct = 92.59
whs_ns = 1.436
hold_viol = 0
slew_headroom_pct = 45.53
worst_slew_pin_slew_ns = 0.8108
min_period_ns = 3.611
fmax_mhz = 276.9
rsz0062_at_grt = false
drv_slew = 0
tns_ns = 0

[logic_synthesis]
ys_chip_area_sq_mm = 0.003293
yosysWarnings = 2
synth_flops = 72
syn_area_sq_mm = 0.003293
syn_area_per_cell_sq_um = 15.32
netlist.top_cell.by_area = edfxtp_1
async_reset_ff_share_pct = 0
synthCells = 215
area_leaders = edfxtp_1 58%, mux4_2 11%, ha_1 5.7%
ys.flop_type = edfxtp_1
edf_count = 64
synth.distinct_cells = 30
ys_cells = 215
synth_largest_type_area_fraction_pct = 58.36

[floorplanning]
die_height_um = 83.16
fp_util_pct = 51.86
pin_count = 21
rows = 29
die_area_sq_mm = 0.006915
core_sq_mm = 0.006350
fp.dieW_um = 83.16

[clocking]
postCtsHoldBufs = 0
cts_buffers = 9
cts-root-buf = clkbuf_8
clockBufferDepth = 2
post_cts_resized = 0
path_clk_slew_ns = 0.06
cts_tree = built
htreeDepth = 3
cts_setup_buffers = 0

[power]
powerDensity_mw_per_mm2 = 401.9
leakage_nw = 1.513
vdd_drop_max_v = 0.0003817
finalPower_w = 0.001585

[setup_path]
critPathKind = primary input to flop
cp-end-kind = flop
crit_required_ns = 3.93
crit_fanout = 8
startpoint_type = primary input
crit_arrival_ns = 3.64

[drt]
routed_wirelength_um = 6756
antenna_cells = 0
avgRoutedWirePerCell_um = 19.47
drt-initial-drc-count = 113
drc = 0
final_antenna_net_count = 0
first_pass_iters = 4
viasPerCell = 5.686
vias = 1973

[final_layout]
area_delta_synth_final_pct = 19.76
logic_area_sq_mm = 0.001155
fin_cells = 347
drive_above_1_share_pct = 26.30
fin_util_pct = 62.11
seqCellArea_sq_mm = 0.002042
lay_top_cells = 64 x edfxtp_1, 33 x buf_4, 20 x clkdlybuf4s50_1, 18 x nand2_1, 17 x inv_1
final_common_cell = edfxtp_1
fill_cells = 454

[job]
cap_violations = 0
openroad.warnings = 32

[placement]
port-buffer-count = 20
hpwl_um = 4984
routabilityCongestion = 0.9287
place_inst = 334

[status]
status = completed

[worst_hold_path]
holdPathStages = 3
min_path_type = primary input to flop

==> kinds of logic after synthesis <==
logic type / share of synthesized area [%]
AND-OR/OR-AND: 5.395
multiplexers: 14.82
flip-flops: 58.36
adder cells (fa/ha/maj): 6.915
latches: 3.647
buffers and inverters: 3.495
XOR/XNOR: 2.128
AND/OR/NAND/NOR: 5.243
==> per-layer routing <==
layer / share of wire, % / GRT usage [%] / vias up
met4: 0.84 / 1.567 / 0
met2: 46 / 31.74 / 115
met1: 40 / 36.60 / 943
li1: - / - / 911
met3: 13 / 14.23 / 4
met5: 0 / 0 / -
==> metrics by stage <==
step / setup WS (ns) / cell area, sq um
2_1_floorplan: 0.06657 / 3293
3_3_place_gp: -0.05928 / 3786
3_5_place_dp: -0.1941 / 3786
4_1_cts: 0.1420 / 3925
5_1_grt: 0.04580 / 3944
6_report: 0.2889 / 3944
==> cell type report <==
type	instances	share of cell area, %
clock inverters	4	0.3807
repair buffers	53	11.36
multi-input cells	115	29.28
clock buffers	9	3.141
inverters	17	1.618
flip-flops and latches	72	51.78
well taps	77	2.443
==> synthesized netlist by cell type, types with 2 or more instances <==
cell / number
a211oi_1: 2
a21o_1: 4
a21o_2: 3
a21oi_1: 7
a31oi_1: 5
buf_2: 2
clkbuf_1: 8
dlxtp_1: 8
edfxtp_1: 64
fa_1: 2
ha_1: 15
inv_1: 17
mux2_2: 6
mux2i_1: 6
mux4_2: 16
nand2_1: 18
nand3_1: 2
nand3b_1: 2
nand4_1: 3
nor2_1: 6
nor3_1: 4
xnor2_1: 5
xor2_1: 3
==> worst paths after layout <==
check	from	slack (ns)	to
setup / recovery	index[2]	0.29	DR.memory[2][2]$_DFFE_PP_
hold / removal	index[1]	1.44	DR.memory[6][6]$_DFFE_PP_
==> power by group <==
part           internal, W  total [W]  switching, W
combinational     0.000132   0.000300      0.000168
clock             0.000211   0.000422      0.000211
sequential        0.000855   0.000863    0.00000800
total              0.00120    0.00159      0.000387
==> sequential cells by signal, summed over array words and instances, names as in the netlist <==
name        flops
DR.dataOut      8
DR.memory      64
==> critical path, cell delays in order <==
cell and delay [ns]:
clkdlybuf4s50_1 0.56, buf_4 0.22, buf_4 0.13, o21ai_0 0.21, ha_1 0.33, nand4_1 0.14
a31oi_1 0.09, a2111oi_4 0.36, buf_4 0.20, mux2i_1 0.08, xnor2_1 0.52
Power is estimated from default activity; no workload was simulated.
