$ cat flow/run.sh
#!/bin/bash
# OpenROAD 26Q1-2900-gdf79404cd8, Yosys 0.63+post, stock flow scripts
make -C /OpenROAD-flow-scripts/flow DESIGN_CONFIG=/design/flow/config.mk WORK_HOME=/design/flow/orfs finish
$ cat flow/config.mk
export PLATFORM = sky130hd
export DESIGN_NAME = lab3_2
export DESIGN_NICKNAME = lab3_2
export VERILOG_FILES = /design/flow/design.v
export SDC_FILE = /design/flow/constraint.sdc
export NUM_CORES = 4
export LEC_CHECK = 1
export CORE_UTILIZATION = 40
$ cat flow/constraint.sdc
current_design lab3_2

set clk_period 4.4
set clk_io_pct 0.2

create_clock -name clk0 -period $clk_period [get_ports {CLK}]

set non_clock_inputs [all_inputs -no_clocks]
set_input_delay [expr $clk_period * $clk_io_pct] -clock clk0 $non_clock_inputs
set_output_delay [expr $clk_period * $clk_io_pct] -clock clk0 [all_outputs]
$ cat flow/design.v
`timescale 1ns / 1ps
module lab3_2(
			input[5:0] money,
			input CLK,
			input vm,  
			input [2:0] productID,  
			input sugar,  
			output reg [5:0] moneyLeft,
			output reg [4:0] itemLeft,
			output reg productUnavailable, 
			output reg insufficientFund ,  
			output reg notExactFund ,  
			output reg invalidProduct,  
			output reg sugarUnsuitable,  
			output reg productReady	 
	);
	reg [4:0] numOfSandwiches;
	reg [4:0] numOfChocolate;
	reg [4:0] numOfWaterVM1;
	reg [4:0] numOfWaterVM2;
	reg [4:0] numOfCoffee;
	reg [4:0] numOfTea;
	initial
	begin
		numOfSandwiches = 10;
		numOfChocolate = 10;
		numOfWaterVM1 = 5;
		numOfWaterVM2 = 10;
		numOfCoffee = 10;
		numOfTea = 10;
	end
	always @(posedge CLK)
	begin
		if (vm == 1 && productID == 3'b010 && sugar == 1)
			sugarUnsuitable = 1;
		else
			sugarUnsuitable = 0;
		if ((numOfSandwiches == 0 && productID == 0 && vm == 0) || (numOfChocolate == 0 && productID == 1 && vm == 0) 
	                        || (numOfWaterVM1 == 0 && productID == 2 && vm == 0) || (numOfWaterVM2 == 0 && productID == 2 && vm == 1) 
									|| (numOfCoffee == 0 && productID == 3 && vm == 1) || (numOfTea == 0 && productID == 4 && vm == 1)) begin
			productUnavailable = 1;
		end
		else 
		   productUnavailable = 0;
		if ((vm == 0  && productID == 3) || (vm == 0 && productID == 4) || productID > 4)
			invalidProduct = 1;
		else if ((vm == 1 && productID == 0) || (vm == 1 && productID == 1) || productID > 4)
			invalidProduct = 1;
		else 
			invalidProduct = 0;
		if(vm == 0 && ((productID == 0 && money == 20) || (productID == 1 && money == 10) || (productID == 2 && money == 5)))
			notExactFund = 0;
		else
			notExactFund = 1;
		if(vm == 1 && ((productID == 2 && money < 5) || (productID == 3 && money < 12) || (productID == 4 && money < 8)))
			insufficientFund = 1;
		else
			insufficientFund = 0;
		if(!productUnavailable && !invalidProduct && !insufficientFund && !sugarUnsuitable)
			productReady = 1;
		else
			productReady = 0;
		if(productReady)begin
			case(productID)
				0 : itemLeft = numOfSandwiches - 1;
				1 : itemLeft = numOfChocolate - 1;
				3 : itemLeft = numOfCoffee - 1;
				4 : itemLeft = numOfTea - 1 ;
			endcase
			if(vm == 0 && productID == 2)
				itemLeft = numOfWaterVM1 - 1;
			if(vm == 1 && productID == 2)
				itemLeft = numOfWaterVM2 - 1;
		end
		if(vm == 0)begin
			if(productReady == 1 && !notExactFund)
				moneyLeft = 0;
			else
				moneyLeft = money;
		end
		if(vm == 1)begin
			if(productReady)begin
				case(productID)
					2 : moneyLeft = money - 5;
					3 : moneyLeft = money - 12;
					4 : moneyLeft = money - 8 ;
				endcase
			end
			else
				moneyLeft = money;
		end
		if(productReady && !notExactFund && vm == 0)begin
			case(productID)
				0 : numOfSandwiches = numOfSandwiches - 1;
				1 : numOfChocolate = numOfChocolate - 1;
				2 : numOfWaterVM1 = numOfWaterVM1 - 1;
			endcase
		end
		if(productReady && vm == 1)begin
			case(productID)
				2 : numOfWaterVM2 = numOfWaterVM2 - 1;
				3 : numOfCoffee = numOfCoffee - 1;
				4 : numOfTea = numOfTea - 1;
			endcase
		end
	end
endmodule
==> metrics.txt <==
# HELP chip_impl_metric Metrics from one implementation run
# TYPE chip_impl_metric gauge
chip_impl_info{name="outcome",value="finished, final reports clean"} 1
chip_impl_metric{name="detail_route.vias_per_cell",unit=""} 5.297
chip_impl_metric{name="fill_cells",unit=""} 715
chip_impl_metric{name="cts-buffers-inserted",unit=""} 5
chip_impl_info{name="largest_area_cell",value="sky130_fd_sc_hd__edfxtp_1"} 1
chip_impl_metric{name="post_route_cells_drive_above_1_share",unit=""} 0.08657
chip_impl_metric{name="seqPwrFrac",unit=""} 0.553
chip_impl_metric{name="area_delta_synth_final",unit="%"} 14.88
chip_impl_metric{name="place_congestion",unit=""} 0.8833
chip_impl_metric{name="hold_viol_final",unit=""} 0
chip_impl_metric{name="dieArea",unit="mm2"} 0.007900
chip_impl_metric{name="power_density",unit="mW/mm2"} 256.5
chip_impl_info{name="setup_repair_after_global_routing_missed_its_margin",value="no"} 1
chip_impl_metric{name="die_height",unit="um"} 88.88
chip_impl_metric{name="routed_wire_length_per_instance",unit="um"} 15.85
chip_impl_metric{name="path_depth",unit=""} 9
chip_impl_metric{name="placement_rows",unit=""} 31
chip_impl_metric{name="yosysChipArea",unit="mm2"} 0.003019
chip_impl_metric{name="async_flop_share",unit=""} 0
chip_impl_metric{name="combinational_group_share_of_total_power",unit=""} 0.156
chip_impl_metric{name="grt_overflow_total",unit=""} 0
chip_impl_metric{name="ant_nets",unit=""} 0
chip_impl_metric{name="net-switching-power",unit="mW"} 0.2263
chip_impl_info{name="crit_path_top_delay_cell",value="sky130_fd_sc_hd__clkdlybuf4s50_1"} 1
chip_impl_info{name="crit_path_start_kind",value="primary input"} 1
chip_impl_metric{name="fp.dieW",unit="um"} 88.88
chip_impl_metric{name="overall_via_count_from_detail_route",unit=""} 2299
chip_impl_metric{name="remaining_drc_errors",unit=""} 0
chip_impl_metric{name="floorplan.core_area",unit="mm2"} 0.007292
chip_impl_info{name="crit_chain",value="clkdlybuf4s50_1 > inv_1 > ha_1 > nor2b_1 > o21ai_1 > a21oi_2 > nand2_1 > or3_1 > nor2_1"} 1
chip_impl_metric{name="critPathArrivalTime",unit="ps"} 3300
chip_impl_metric{name="slew_headroom",unit=""} 0.5935
chip_impl_metric{name="drt_pre_antenna_iters",unit=""} 4
chip_impl_info{name="postSynth.topFlopCell",value="sky130_fd_sc_hd__edfxtp_1"} 1
chip_impl_metric{name="number_of_synthesized_flops_with_an_enable_pin",unit=""} 35
chip_impl_metric{name="timing.clock.skew",unit="ps"} 8.451
chip_impl_metric{name="antenna_diode_count",unit=""} 0
chip_impl_info{name="largest_delay_contributor_family_on_the_critical_path",value="simple AND/OR/NAND/NOR gates"} 1
chip_impl_info{name="crit_type",value="in2reg"} 1
chip_impl_metric{name="holdPathStages",unit=""} 1
chip_impl_metric{name="cts_resized",unit=""} 0
chip_impl_metric{name="critical-path-max-stage-delay",unit="ps"} 560
chip_impl_metric{name="total_leakage_power",unit="nW"} 1.364
chip_impl_metric{name="global_route_wire_length_before_repair",unit="mm"} 11.01
chip_impl_metric{name="via_count_of_the_first_global_routing_pass",unit=""} 2153
chip_impl_metric{name="yosys_register_bits",unit=""} 47
chip_impl_metric{name="io-pin-count",unit=""} 29
chip_impl_metric{name="placement.io_buffers",unit=""} 28
chip_impl_metric{name="drtIter0Drc",unit=""} 148
chip_impl_metric{name="openroad.warnings",unit=""} 37
chip_impl_metric{name="yosys.cell_types.count",unit=""} 60
chip_impl_metric{name="drt_wl_total",unit="mm"} 6.880
chip_impl_metric{name="internal-power",unit="mW"} 0.6632
chip_impl_metric{name="cap_viol_max_count",unit=""} 0
chip_impl_metric{name="fp-utilization",unit=""} 0.4140
chip_impl_metric{name="placement.setup.worst_slack",unit="ps"} 773.7
chip_impl_metric{name="clock_sinks",unit=""} 47
chip_impl_metric{name="required_time_reported_for_the_critical_path_endpoint",unit="ps"} 4360
chip_impl_metric{name="post_cts_hold_buffer_count",unit=""} 0
chip_impl_metric{name="path_buffers",unit=""} 2
chip_impl_metric{name="netSwitchingFraction",unit=""} 0.2544
chip_impl_metric{name="syn-instance-count",unit=""} 306
chip_impl_metric{name="layout_worst_path_cycle_share",unit=""} 0.7593
chip_impl_metric{name="clock_path_buffers",unit=""} 2
chip_impl_metric{name="worst-r2r-cell-count",unit=""} 8
chip_impl_metric{name="setup-violations-final",unit=""} 0
chip_impl_info{name="cts_tree",value="done"} 1
chip_impl_metric{name="clkPwrFrac",unit=""} 0.291
chip_impl_metric{name="numPlacedInstances",unit=""} 426
chip_impl_metric{name="drv_slew",unit=""} 0
chip_impl_metric{name="netlist_area",unit="mm2"} 0.003019
chip_impl_metric{name="synth_seq_share",unit=""} 0.4277
chip_impl_metric{name="post-route-worst-setup-slack",unit="ps"} 1059
chip_impl_metric{name="synth.top_cell.area_share",unit=""} 0.3481
chip_impl_metric{name="avg_cell_area_syn",unit="um2"} 9.866
chip_impl_metric{name="postCtsSetupBuffers",unit=""} 0
chip_impl_info{name="holdCritPathClass",value="reg2reg"} 1
chip_impl_metric{name="synth.yosys.num_cells",unit=""} 306
chip_impl_metric{name="final-instance-count-excl-fill",unit=""} 434
chip_impl_metric{name="achievable-frequency",unit="MHz"} 299.3
chip_impl_metric{name="worst_skew_pair.late_latency",unit="ps"} 300
chip_impl_metric{name="finalCoreUtilization",unit=""} 0.4756
chip_impl_metric{name="path_max_fanout",unit=""} 8
chip_impl_metric{name="transition_time_at_the_pin_with_the_least_slew_margin",unit="ps"} 607.9
chip_impl_metric{name="setup-tns-final",unit="ps"} 0
chip_impl_metric{name="fin_crit",unit="ps"} 3341
chip_impl_metric{name="htree_depth",unit=""} 2
chip_impl_info{name="worstSetupEndpointType",value="flop"} 1
chip_impl_metric{name="antenna_violations_before_repair",unit=""} 0
chip_impl_info{name="ctsRootBufferMaster",value="sky130_fd_sc_hd__clkbuf_8"} 1
chip_impl_metric{name="dpl.hpwl",unit="mm"} 5.335
chip_impl_metric{name="groute.usage.overall",unit=""} 0.1946
chip_impl_info{name="yosys-top-cells-area",value="sky130_fd_sc_hd__edfxtp_1 (35%), sky130_fd_sc_hd__ha_1 (8.7%), sky130_fd_sc_hd__dfxtp_1 (8.0%)"} 1
chip_impl_metric{name="path_clk_slew",unit="ps"} 80
chip_impl_metric{name="grt_start_max_net_pins",unit=""} 25
chip_impl_metric{name="worst_ir_drop_on_vdd",unit="mV"} 0.1085
chip_impl_metric{name="synthesis.yosys.warnings",unit=""} 1
## through the flow
step | total power, mW | area [um2] | hold WS, ps
after floorplan | 0.5852 | 3019 | 567.3
after global placement | 0.6414 | 3379 | 600.3
after detailed placement | 0.6404 | 3379 | 603.3
after CTS | 0.9007 | 3468 | 615.8
after global routing | 0.9305 | 3468 | 647.3
final | 0.8895 | 3468 | 613.9
## logic make-up (layout without fill, tap and decap cells)
kind of cell               Yosys count  in the layout  share of synthesized area
muxes                                9              9                    0.03067
adders and majority gates           21             21                    0.08703
DFF                                 47             47                     0.4277
AOI/OAI and AO/OA                   67             67                     0.1504
and+or+nand+nor                     99             99                     0.1774
xor gates and xnor gates            22             22                    0.06382
buffers and inverters               41             70                    0.06299
## power groups by stage
stage | logic [mW] | registers, mW | clock network (mW)
after global routing | 0.154 | 0.494 | 0.283
final | 0.139 | 0.492 | 0.259
after CTS | 0.139 | 0.492 | 0.269
## cell usage after synthesis, types with 4 or more instances
master / number
sky130_fd_sc_hd__edfxtp_1: 35
sky130_fd_sc_hd__nor2_1: 33
sky130_fd_sc_hd__inv_1: 27
sky130_fd_sc_hd__a21oi_1: 21
sky130_fd_sc_hd__ha_1: 21
sky130_fd_sc_hd__xor2_1: 16
sky130_fd_sc_hd__nor3_1: 15
sky130_fd_sc_hd__dfxtp_1: 12
sky130_fd_sc_hd__nand2_1: 12
sky130_fd_sc_hd__o21ai_0: 9
sky130_fd_sc_hd__mux2i_1: 7
sky130_fd_sc_hd__xnor2_1: 6
sky130_fd_sc_hd__and3_1: 5
sky130_fd_sc_hd__nand2b_1: 5
sky130_fd_sc_hd__a22oi_1: 4
sky130_fd_sc_hd__buf_2: 4
sky130_fd_sc_hd__buf_4: 4
sky130_fd_sc_hd__nand4_1: 4
sky130_fd_sc_hd__nor3b_1: 4
sky130_fd_sc_hd__nor4b_1: 4
## cell type report
class / count / area (um2) / area share
multi-input combinational: 218 / 1538 / 0.4434
sequential: 47 / 1291 / 0.3723
timing repair buffer: 33 / 317.8 / 0.09163
tap: 99 / 123.9 / 0.03571
inverter: 29 / 108.9 / 0.03139
clock buffer: 5 / 68.82 / 0.01984
clock inverter: 3 / 20.02 / 0.005772
## flip-flops by register name (all words and copies together) (netlist names)
signal,count
moneyLeft,6
itemLeft,5
numOfChocolate,5
numOfCoffee,5
numOfSandwiches,5
numOfTea,5
numOfWaterVM1,5
numOfWaterVM2,5
insufficientFund,1
invalidProduct,1
notExactFund,1
productReady,1
productUnavailable,1
sugarUnsuitable,1
## routing by layer
| metal | share of wire | global-route usage | vias up | routed length (um) |
|---|---|---|---|---|
| met2 | 0.44 | 0.2944 | 55 | 3056 |
| met5 | 0 | 0 | - | 0 |
| met1 | 0.50 | 0.3128 | 1078 | 3407 |
| li1 | - | - | 1158 | - |
| met4 | 0.013 | 0.02346 | 0 | 91 |
| met3 | 0.047 | 0.03690 | 8 | 326 |
## path summary, 6_finish.rpt
check                                   from                          to  slack (ps)
hold / removal    numOfWaterVM1[0]$_DFFE_PP_  numOfWaterVM1[0]$_DFFE_PP_         610
setup reg to reg  numOfWaterVM2[0]$_DFFE_PP_  numOfWaterVM1[0]$_DFFE_PP_        1900
setup / recovery                    money[3]  numOfWaterVM1[0]$_DFFE_PP_        1060
hold reg to reg   numOfWaterVM1[0]$_DFFE_PP_  numOfWaterVM1[0]$_DFFE_PP_         610
## cells in the final DEF (no fill, tap or decap), drive strengths merged, types with 4 or more instances in the layout
cell type	netlist	routed
nand4	4	4
nor3	17	17
nor4b	4	4
buf	10	5
clkdlybuf4s50	0	28
nand2b	6	6
a211oi	4	4
a22oi	4	4
and3	5	5
mux2i	7	7
o21ai	11	11
dfxtp	12	12
xnor2	6	6
nor2	34	34
nor3b	4	4
xor2	16	16
a21oi	22	22
nand2	12	12
edfxtp	35	35
ha	21	21
clkbuf	2	5
inv	29	29
## worst register-to-register path, stage by stage, from the launching register on
cell                       delay (ps)
sky130_fd_sc_hd__edfxtp_1         400
sky130_fd_sc_hd__inv_1             90
sky130_fd_sc_hd__ha_1             200
sky130_fd_sc_hd__nor4b_1          170
sky130_fd_sc_hd__a22oi_1          220
sky130_fd_sc_hd__o32a_2           220
sky130_fd_sc_hd__nand2_1          110
sky130_fd_sc_hd__or3_1            400
sky130_fd_sc_hd__nor2_1           350
Power figures rest on the tool's default switching activity, not on a simulated workload.
